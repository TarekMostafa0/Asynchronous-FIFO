==> flow/run.sh <==
#!/bin/bash
# OpenROAD 26Q1-2900-gdf79404cd8, Yosys 0.63+post, stock flow scripts
make -C /OpenROAD-flow-scripts/flow DESIGN_CONFIG=/design/flow/config.mk WORK_HOME=/design/flow/orfs finish
==> flow/config.mk <==
export PLATFORM = sky130hd
export DESIGN_NAME = FIFO_TOP
export DESIGN_NICKNAME = FIFO_TOP
export VERILOG_FILES = /design/flow/design.v
export SDC_FILE = /design/flow/constraint.sdc
export NUM_CORES = 4
export LEC_CHECK = 1
export CORE_UTILIZATION = 40
==> flow/constraint.sdc <==
current_design FIFO_TOP

set clk_period 3.3
set clk_io_pct 0.2

create_clock -name clk0 -period $clk_period [get_ports {R_CLK}]
create_clock -name clk1 -period $clk_period [get_ports {W_CLK}]

set non_clock_inputs [all_inputs -no_clocks]
set_input_delay [expr $clk_period * $clk_io_pct] -clock clk0 $non_clock_inputs
set_output_delay [expr $clk_period * $clk_io_pct] -clock clk0 [all_outputs]
==> flow/design.v <==
module DF_SYNC #(parameter W = 4) (
	input 				clk, rst_n,
	input 		[W-1:0]	ptr,
	output reg	[W-1:0]	q2_ptr
);
	reg [W-1:0] q1_ptr;
	always @(posedge clk or negedge rst_n) begin : proc_syn
		if(~rst_n) begin
			q2_ptr <= 0;
			q1_ptr <= 0;
		end 
		else begin
			q2_ptr <= q1_ptr;
			q1_ptr <= ptr;
		end
	end
endmodule
module FIFO_MEM #(parameter DATA_WIDTH = 8, 
							FIFO_DEPTH = 8,
							P_SIZE = 4) 
(
	input  					W_CLK, W_RST, wclk_en,
	input  [DATA_WIDTH-1:0]	WR_DATA,
	input  [P_SIZE-2:0]		raddr, waddr,
	output [DATA_WIDTH-1:0]	RD_DATA
);
	reg [FIFO_DEPTH-1:0] i;
	reg [DATA_WIDTH-1:0] MEM [FIFO_DEPTH-1:0];
	always @(posedge W_CLK or negedge W_RST) begin : proc_write
		if (~W_RST) begin
			for (i = 0; i < FIFO_DEPTH; i=i+1) begin
				MEM[i] <= {DATA_WIDTH{1'b0}};
			end
		end
		else if(wclk_en) begin
			MEM[waddr] <= WR_DATA;
		end
	end
	assign	RD_DATA = MEM[raddr];
endmodule
module FIFO_RD  #(parameter FIFO_DEPTH = 8,
							P_SIZE = 4) 
(
	input 						R_CLK, R_RST,
	input 						R_INC,
	input	 	[P_SIZE-1:0]	rq2_wptr,
	output reg					EMPTY,
	output 	 	[P_SIZE-2:0]	raddr,
	output reg 	[P_SIZE-1:0]	rptr
);
	wire 			empty;
	wire [P_SIZE-1:0]	r_bnext, r_gnext;
	reg  [P_SIZE-1:0]	rbin;
	assign r_bnext = rbin + (R_INC & !EMPTY);
	assign r_gnext = r_bnext>>1 ^ r_bnext;
	assign empty   = (r_gnext==rq2_wptr);
	assign raddr   = rbin[P_SIZE-2:0];
	always @(posedge R_CLK or negedge R_RST) begin
		if (~R_RST) begin
			rbin <= 0;
			rptr <= 0;
		end
		else begin
			rbin <= r_bnext;
			rptr <= r_gnext;
		end
	end	
	always @(posedge R_CLK or negedge R_RST) begin : proc_EMPTY
		if(~R_RST) begin
			EMPTY <= 1;
		end else begin
			EMPTY <= empty;
		end
	end
endmodule
module FIFO_TOP #(parameter DATA_WIDTH = 8, 
							FIFO_DEPTH = 8,
							P_SIZE = ($clog2(FIFO_DEPTH)+1) ) 
(
	input						W_CLK, W_RST, R_CLK, R_RST,
	input						W_INC, R_INC,			
	input 	[DATA_WIDTH-1:0] 	WR_DATA,
	output 	[DATA_WIDTH-1:0]	RD_DATA,
	output						FULL, EMPTY
);
	wire 				wclk_en;
	wire [P_SIZE-1:0] 		rptr, wptr, wq2_rptr, rq2_wptr;
	wire [P_SIZE-2:0]	waddr, raddr;
	assign wclk_en = !FULL & W_INC;
	FIFO_MEM #(.DATA_WIDTH(DATA_WIDTH), .P_SIZE(P_SIZE), .FIFO_DEPTH(FIFO_DEPTH)) FIFO_MEM_CNTRL(
		.RD_DATA(RD_DATA),
		.W_CLK  (W_CLK),
		.W_RST  (W_RST),
		.WR_DATA(WR_DATA),
		.raddr  (raddr),
		.waddr  (waddr),
		.wclk_en(wclk_en)
	);
	FIFO_WR #(.P_SIZE(P_SIZE), .FIFO_DEPTH(FIFO_DEPTH)) FIFO_WRITE(
		.W_CLK(W_CLK),
		.waddr(waddr),
		.W_RST(W_RST),
		.W_INC(W_INC),
		.FULL (FULL),
		.wq2_rptr (wq2_rptr),
		.wptr (wptr)
	);
	FIFO_RD #(.P_SIZE(P_SIZE), .FIFO_DEPTH(FIFO_DEPTH)) FIFO_READ(
		.raddr(raddr),
		.rq2_wptr(rq2_wptr),
		.rptr (rptr),
		.R_CLK(R_CLK),
		.R_RST(R_RST),
		.R_INC(R_INC),
		.EMPTY(EMPTY)
	); 
	DF_SYNC #(.W(P_SIZE)) sync_r2w(
		.clk   (W_CLK),
		.rst_n (W_RST),
		.ptr   (rptr),
		.q2_ptr(wq2_rptr)
	);
	DF_SYNC #(.W(P_SIZE)) sync_w2r(
		.clk   (R_CLK),
		.rst_n (R_RST),
		.ptr   (wptr),
		.q2_ptr(rq2_wptr)
	);
endmodule
module FIFO_WR  #(parameter FIFO_DEPTH = 8,
							P_SIZE = 4) 
(
	input 						W_CLK, W_RST,
	input 						W_INC,
	input	 	[P_SIZE-1:0]	wq2_rptr,
	output reg					FULL,
	output 	 	[P_SIZE-2:0]	waddr,
	output reg 	[P_SIZE-1:0]	wptr
);
	wire 			full;
	wire [P_SIZE-1:0]	w_bnext, w_gnext;
	reg  [P_SIZE-1:0]	wbin;
	assign w_bnext = wbin + (W_INC & !FULL);
	assign w_gnext = w_bnext>>1 ^ w_bnext;
	assign full    = (w_gnext[P_SIZE-1]!=wq2_rptr[P_SIZE-1]) && (w_gnext[P_SIZE-2]!=wq2_rptr[P_SIZE-2]) && (w_gnext[P_SIZE-3:0]==wq2_rptr[P_SIZE-3:0]);
	assign waddr   = wbin[P_SIZE-2:0];
	always @(posedge W_CLK or negedge W_RST) begin
		if (~W_RST) begin
			wbin <= 0;
			wptr <= 0;
		end
		else begin
			wbin <= w_bnext;
			wptr <= w_gnext;
		end
	end	
	always @(posedge W_CLK or negedge W_RST) begin : proc_FULL
		if(~W_RST) begin
			FULL <= 0;
		end else begin
			FULL <= full;
		end
	end
endmodule
==> impl_metrics.env <==
# source this file to load flow results
export IMPL_max_slew_margin_pct=54.0
export IMPL_via_per_inst=5.03
export IMPL_cts_sinks=96
export IMPL_status="completed"
export IMPL_n_antenna_cell=0
export IMPL_fin_tns_setup_ns=0
export IMPL_grt_pass1_vias=2526
export IMPL_dr_pass1_iters=4
export IMPL_ctsHoldBuffers=0
export IMPL_crit_type="register to primary output"
export IMPL_top_cells_by_count="dfrtp_1, mux2_2, nor2_1"
export IMPL_reg2reg_depth=7
export IMPL_drtIter0Drc=104
export IMPL_rrSetupSlack_ns=1.04
export IMPL_clk_pin_slew_ns=0.08
export IMPL_yosys_area_top_type="dfrtp_1"
export IMPL_drc=0
export IMPL_slew_violations=0
export IMPL_place_area_mm2=0.00461
export IMPL_vias=2431
export IMPL_initial_utilization_pct=41.1
export IMPL_drive_above_1_share_pct=30.3
export IMPL_synthXorXnorAreaFrac_pct=4.42
export IMPL_edf_count=0
export IMPL_wl_per_cell_um=16.5
export IMPL_grt_pass1_wl_mm=13.4
export IMPL_ir_worst_vdd_v=0.000542
export IMPL_syn_cell_area_mm2=0.00422
export IMPL_ios=24
export IMPL_synth_distinct_cells=43
export IMPL_maxCapViolations=0
export IMPL_ys_seq_share_pct=56.9
export IMPL_endpoint_kind="primary output"
export IMPL_mux_share_pct=20.6
export IMPL_cp_required_ns=2.64
export IMPL_cp_arrival_ns=2.21
export IMPL_grt_start_max_net_pins=35
export IMPL_rsz0062_at_grt="no"
export IMPL_rr_endpoint="FIFO_READ.EMPTY"
export IMPL_r2r_start="FIFO_READ.rbin[0]"
export IMPL_ys_cells=314
export IMPL_syn_area_per_cell_um2=13.4
export IMPL_dp_slack_ns=0.570
export IMPL_syn_to_final_growth_pct=14.7
export IMPL_yosysTopAreaCellShare_pct=56.3
export IMPL_warnings=26
export IMPL_synth_adder_area_share_pct=1.19
export IMPL_die_h_um=105
export IMPL_ys_top_logic_family="multiplexers"
export IMPL_powerDensity_mw_per_mm2=1040
export IMPL_ys_area_mm2=0.00422
export IMPL_crit_path_start_kind="register"
export IMPL_numPortBuffers=22
export IMPL_wl_met1_mm=3.95
export IMPL_tightest_slew_ns=0.690
export IMPL_gp_congestion=0.820
export IMPL_leakagePower_nw=2.04
export IMPL_ys_sh_simple_pct=8.12
export IMPL_wl_met3_um=244
export IMPL_coreArea_mm2=0.0103
export IMPL_area_leaders="dfrtp_1, mux2_2, xnor2_1"
export IMPL_grt_usage_pct=16.5
export IMPL_hold_viol=0
export IMPL_die_width_um=105
export IMPL_routed_wl_met2_mm=3.62
export IMPL_ys_ff=96
export IMPL_cts_resized=0
export IMPL_antenna_found_initial=0
export IMPL_setup_viol=0
export IMPL_min_path_type="primary input to asynchronous set/reset pin"
export IMPL_overflow=0
export IMPL_p_total_w=0.00503
export IMPL_die_area_mm2=0.0110
export IMPL_dp_cells=465
export IMPL_syn_inst=314
export IMPL_post_cts_buffers=0
export IMPL_finalNonFillerCells=483
export IMPL_ant_nets=0
export IMPL_critical_path_max_fanout=34
export IMPL_dpl_hpwl_mm=5.07
export IMPL_setup_slack_ns=0.432
export IMPL_aoi_share_pct=6.28
export IMPL_final_area_mm2=0.00484
export IMPL_maxUsedRoutingLayer="met4"
export IMPL_ys_flop_type="dfrtp_1"
export IMPL_yosys_warnings=5
export IMPL_async_reset_ff_share_pct=100
export IMPL_finalWirelength_mm=7.95
export IMPL_finClkSkew_ns=0.0108
export IMPL_rows=37
export IMPL_cts_tree="done"
export IMPL_top_cell="dfrtp_1"
## worst max-delay path, cell delays in order (launching register included)
cell,delay [ns]
dfrtp_1,0.49
buf_12,0.25
mux2_2,0.35
a22o_1,0.22
nand2_1,0.06
o221ai_1,0.14
clkdlybuf4s50_1,0.44
## routing by layer
layer  up-vias  global-route usage, %
li1       1170                      -
met1      1217                   26.7
met5         -                      0
met4         0                   2.62
met2        35                   24.6
met3         9                   3.24
## logic make-up (layout without fill, tap and decap cells)
logic type | count (synthesis) | count (layout)
adder cells (fa/ha/maj) | 4 | 4
flip-flops | 96 | 96
multiplexers | 75 | 75
XOR/XNOR | 17 | 17
AND-OR/OR-AND | 39 | 39
buffers and inverters | 22 | 55
AND/OR/NAND/NOR | 61 | 61
## through the flow
step / hold WS [ns] / utilization, %
global route: 0.246 / 47.1
detailed placement: 0.335 / 44.8
CTS: 0.239 / 47.1
finish: 0.240 / 47.1
floorplan: 0.331 / -
global placement: 0.333 / 44.8
## cell type report
| class | instances | area, µm² |
|---|---|---|
| clock buffers | 13 | 179 |
| clock inverters | 5 | 58.8 |
| fillers | 891 | 5430 |
| inverters | 7 | 26.3 |
| multi-input cells | 196 | 1720 |
| flip-flops and latches | 96 | 2400 |
| well taps | 136 | 170 |
| repair buffers | 30 | 290 |
## power by group
part / internal [W] / leakage (nW) / switching [W]
Clock: 0.000448 / 0.116 / 0.000398
Sequential: 0.00178 / 1.14 / 0.000354
Combinational: 0.00119 / 0.774 / 0.000859
Total: 0.00341 / 2.04 / 0.00161
## state kept, by name, summed over array words and instances (netlist names)
| signal | flops |
|---|---|
| sync_w2r.q1_ptr | 4 |
| sync_r2w.q2_ptr | 4 |
| FIFO_WRITE.FULL | 1 |
| FIFO_WRITE.wbin | 3 |
| FIFO_READ.rbin | 3 |
| FIFO_READ.rptr | 4 |
| sync_w2r.q2_ptr | 4 |
| FIFO_READ.EMPTY | 1 |
| FIFO_WRITE.wptr | 4 |
| sync_r2w.q1_ptr | 4 |
| FIFO_MEM_CNTRL.MEM | 64 |
## placed cells by master (no fill, tap or decap), types with 2 or more instances in the layout
cell / netlist / final
inv_1: 7 / 7
clkdlybuf4s50_1: 0 / 21
a211o_1: 3 / 3
nor2_1: 13 / 13
a32oi_1: 2 / 2
nor2b_1: 8 / 8
xor2_1: 5 / 5
nand2b_1: 3 / 3
clkbuf_8: 0 / 13
nand3b_1: 5 / 5
a22o_1: 3 / 3
xnor2_1: 10 / 10
clkinvlp_4: 0 / 2
nand3_1: 10 / 10
mux2_2: 66 / 66
mux4_2: 3 / 3
mux2i_1: 6 / 6
a31oi_1: 2 / 2
o22ai_1: 3 / 3
o211ai_1: 3 / 3
ha_1: 4 / 4
xnor2_4: 2 / 2
or3_1: 4 / 4
o21ai_0: 6 / 6
nand2_1: 11 / 11
o221ai_1: 2 / 2
buf_4: 1 / 8
a21oi_1: 10 / 10
dfrtp_1: 95 / 95
## how the worst max path moves through the flow
stage | to | from | slack, ns | depth (start not counted)
4_1_cts | RD_DATA[3] | FIFO_READ.rbin[2] | 0.42 | 6
5_1_grt | RD_DATA[1] | FIFO_READ.rbin[1] | 0.30 | 6
6_report | RD_DATA[3] | FIFO_READ.rbin[2] | 0.43 | 6
Power figures rest on the tool's default switching activity, not on a simulated workload.
